`/design/flow/run.sh`:
```
#!/bin/bash
# OpenROAD 26Q1-2900-gdf79404cd8, Yosys 0.63+post, stock flow scripts
make -C /OpenROAD-flow-scripts/flow DESIGN_CONFIG=/design/flow/config.mk WORK_HOME=/design/flow/orfs finish
```
`/design/flow/config.mk`:
```
export PLATFORM = sky130hd
export DESIGN_NAME = jtag_tap
export DESIGN_NICKNAME = jtag_tap
export VERILOG_FILES = /design/flow/design.v
export SDC_FILE = /design/flow/constraint.sdc
export NUM_CORES = 4
export LEC_CHECK = 1
export CORE_UTILIZATION = 30
```
`/design/flow/constraint.sdc`:
```
current_design jtag_tap

set clk_period 2.0
set clk_io_pct 0.2

create_clock -name clk0 -period $clk_period [get_ports {tck_pad_i}]

set non_clock_inputs [all_inputs -no_clocks]
set_input_delay [expr $clk_period * $clk_io_pct] -clock clk0 $non_clock_inputs
set_output_delay [expr $clk_period * $clk_io_pct] -clock clk0 [all_outputs]
```
`/design/flow/design.v`:
```
module jtag_tap(
                tms_pad_i, 
                tck_pad_i, 
                trst_pad_i, 
                tdi_pad_i, 
                tdo_pad_o, 
                tdo_padoe_o,
                shift_dr_o,
                pause_dr_o, 
                update_dr_o,
                capture_dr_o,
                extest_select_o, 
                sample_preload_select_o,
                mbist_select_o,
                debug_select_o,
                tdo_o, 
                debug_tdi_i,     
                bs_chain_tdi_i,  
                mbist_tdi_i      
              );
input   tms_pad_i;       
input   tck_pad_i;       
input   trst_pad_i;      
input   tdi_pad_i;       
output  tdo_pad_o;       
output  tdo_padoe_o;     
output  shift_dr_o;
output  pause_dr_o;
output  update_dr_o;
output  capture_dr_o;
output  extest_select_o;
output  sample_preload_select_o;
output  mbist_select_o;
output  debug_select_o;
output  tdo_o;
input   debug_tdi_i;     
input   bs_chain_tdi_i;  
input   mbist_tdi_i;     
reg     test_logic_reset;
reg     run_test_idle;
reg     select_dr_scan;
reg     capture_dr;
reg     shift_dr;
reg     exit1_dr;
reg     pause_dr;
reg     exit2_dr;
reg     update_dr;
reg     select_ir_scan;
reg     capture_ir;
reg     shift_ir, shift_ir_neg;
reg     exit1_ir;
reg     pause_ir;
reg     exit2_ir;
reg     update_ir;
reg     extest_select;
reg     sample_preload_select;
reg     idcode_select;
reg     mbist_select;
reg     debug_select;
reg     bypass_select;
reg     tdo_pad_o;
reg     tdo_padoe_o;
reg     tms_q1, tms_q2, tms_q3, tms_q4;
wire    tms_reset;
assign tdo_o = tdi_pad_i;
assign shift_dr_o = shift_dr;
assign pause_dr_o = pause_dr;
assign update_dr_o = update_dr;
assign capture_dr_o = capture_dr;
assign extest_select_o = extest_select;
assign sample_preload_select_o = sample_preload_select;
assign mbist_select_o = mbist_select;
assign debug_select_o = debug_select;
always @ (posedge tck_pad_i)
begin
  tms_q1 <= #1 tms_pad_i;
  tms_q2 <= #1 tms_q1;
  tms_q3 <= #1 tms_q2;
  tms_q4 <= #1 tms_q3;
end
assign tms_reset = tms_q1 & tms_q2 & tms_q3 & tms_q4 & tms_pad_i;     
always @ (posedge tck_pad_i or posedge trst_pad_i)
begin
  if(trst_pad_i)
    test_logic_reset<=#1 1'b1;
  else if (tms_reset)
    test_logic_reset<=#1 1'b1;
  else
    begin
      if(tms_pad_i & (test_logic_reset | select_ir_scan))
        test_logic_reset<=#1 1'b1;
      else
        test_logic_reset<=#1 1'b0;
    end
end
always @ (posedge tck_pad_i or posedge trst_pad_i)
begin
  if(trst_pad_i)
    run_test_idle<=#1 1'b0;
  else if (tms_reset)
    run_test_idle<=#1 1'b0;
  else
  if(~tms_pad_i & (test_logic_reset | run_test_idle | update_dr | update_ir))
    run_test_idle<=#1 1'b1;
  else
    run_test_idle<=#1 1'b0;
end
always @ (posedge tck_pad_i or posedge trst_pad_i)
begin
  if(trst_pad_i)
    select_dr_scan<=#1 1'b0;
  else if (tms_reset)
    select_dr_scan<=#1 1'b0;
  else
  if(tms_pad_i & (run_test_idle | update_dr | update_ir))
    select_dr_scan<=#1 1'b1;
  else
    select_dr_scan<=#1 1'b0;
end
always @ (posedge tck_pad_i or posedge trst_pad_i)
begin
  if(trst_pad_i)
    capture_dr<=#1 1'b0;
  else if (tms_reset)
    capture_dr<=#1 1'b0;
  else
  if(~tms_pad_i & select_dr_scan)
    capture_dr<=#1 1'b1;
  else
    capture_dr<=#1 1'b0;
end
always @ (posedge tck_pad_i or posedge trst_pad_i)
begin
  if(trst_pad_i)
    shift_dr<=#1 1'b0;
  else if (tms_reset)
    shift_dr<=#1 1'b0;
  else
  if(~tms_pad_i & (capture_dr | shift_dr | exit2_dr))
    shift_dr<=#1 1'b1;
  else
    shift_dr<=#1 1'b0;
end
always @ (posedge tck_pad_i or posedge trst_pad_i)
begin
  if(trst_pad_i)
    exit1_dr<=#1 1'b0;
  else if (tms_reset)
    exit1_dr<=#1 1'b0;
  else
  if(tms_pad_i & (capture_dr | shift_dr))
    exit1_dr<=#1 1'b1;
  else
    exit1_dr<=#1 1'b0;
end
always @ (posedge tck_pad_i or posedge trst_pad_i)
begin
  if(trst_pad_i)
    pause_dr<=#1 1'b0;
  else if (tms_reset)
    pause_dr<=#1 1'b0;
  else
  if(~tms_pad_i & (exit1_dr | pause_dr))
    pause_dr<=#1 1'b1;
  else
    pause_dr<=#1 1'b0;
end
always @ (posedge tck_pad_i or posedge trst_pad_i)
begin
  if(trst_pad_i)
    exit2_dr<=#1 1'b0;
  else if (tms_reset)
    exit2_dr<=#1 1'b0;
  else
  if(tms_pad_i & pause_dr)
    exit2_dr<=#1 1'b1;
  else
    exit2_dr<=#1 1'b0;
end
always @ (posedge tck_pad_i or posedge trst_pad_i)
begin
  if(trst_pad_i)
    update_dr<=#1 1'b0;
  else if (tms_reset)
    update_dr<=#1 1'b0;
  else
  if(tms_pad_i & (exit1_dr | exit2_dr))
    update_dr<=#1 1'b1;
  else
    update_dr<=#1 1'b0;
end
always @ (posedge tck_pad_i or posedge trst_pad_i)
begin
  if(trst_pad_i)
    select_ir_scan<=#1 1'b0;
  else if (tms_reset)
    select_ir_scan<=#1 1'b0;
  else
  if(tms_pad_i & select_dr_scan)
    select_ir_scan<=#1 1'b1;
  else
    select_ir_scan<=#1 1'b0;
end
always @ (posedge tck_pad_i or posedge trst_pad_i)
begin
  if(trst_pad_i)
    capture_ir<=#1 1'b0;
  else if (tms_reset)
    capture_ir<=#1 1'b0;
  else
  if(~tms_pad_i & select_ir_scan)
    capture_ir<=#1 1'b1;
  else
    capture_ir<=#1 1'b0;
end
always @ (posedge tck_pad_i or posedge trst_pad_i)
begin
  if(trst_pad_i)
    shift_ir<=#1 1'b0;
  else if (tms_reset)
    shift_ir<=#1 1'b0;
  else
  if(~tms_pad_i & (capture_ir | shift_ir | exit2_ir))
    shift_ir<=#1 1'b1;
  else
    shift_ir<=#1 1'b0;
end
always @ (posedge tck_pad_i or posedge trst_pad_i)
begin
  if(trst_pad_i)
    exit1_ir<=#1 1'b0;
  else if (tms_reset)
    exit1_ir<=#1 1'b0;
  else
  if(tms_pad_i & (capture_ir | shift_ir))
    exit1_ir<=#1 1'b1;
  else
    exit1_ir<=#1 1'b0;
end
always @ (posedge tck_pad_i or posedge trst_pad_i)
begin
  if(trst_pad_i)
    pause_ir<=#1 1'b0;
  else if (tms_reset)
    pause_ir<=#1 1'b0;
  else
  if(~tms_pad_i & (exit1_ir | pause_ir))
    pause_ir<=#1 1'b1;
  else
    pause_ir<=#1 1'b0;
end
always @ (posedge tck_pad_i or posedge trst_pad_i)
begin
  if(trst_pad_i)
    exit2_ir<=#1 1'b0;
  else if (tms_reset)
    exit2_ir<=#1 1'b0;
  else
  if(tms_pad_i & pause_ir)
    exit2_ir<=#1 1'b1;
  else
    exit2_ir<=#1 1'b0;
end
always @ (posedge tck_pad_i or posedge trst_pad_i)
begin
  if(trst_pad_i)
    update_ir<=#1 1'b0;
  else if (tms_reset)
    update_ir<=#1 1'b0;
  else
  if(tms_pad_i & (exit1_ir | exit2_ir))
    update_ir<=#1 1'b1;
  else
    update_ir<=#1 1'b0;
end
reg [4-1:0]  jtag_ir;           
reg [4-1:0]  latched_jtag_ir, latched_jtag_ir_neg;
reg                   instruction_tdo;
always @ (posedge tck_pad_i or posedge trst_pad_i)
begin
  if(trst_pad_i)
    jtag_ir[4-1:0] <= #1 4'b0;
  else if(capture_ir)
    jtag_ir <= #1 4'b0101;           
  else if(shift_ir)
    jtag_ir[4-1:0] <= #1 {tdi_pad_i, jtag_ir[4-1:1]};
end
always @ (negedge tck_pad_i)
begin
  instruction_tdo <= #1 jtag_ir[0];
end
reg [31:0] idcode_reg;
reg        idcode_tdo;
always @ (posedge tck_pad_i)
begin
  if(idcode_select & shift_dr)
    idcode_reg <= #1 {tdi_pad_i, idcode_reg[31:1]};
  else
    idcode_reg <= #1 32'h149511c3;
end
always @ (negedge tck_pad_i)
begin
    idcode_tdo <= #1 idcode_reg;
end
reg  bypassed_tdo;
reg  bypass_reg;
always @ (posedge tck_pad_i or posedge trst_pad_i)
begin
  if (trst_pad_i)
    bypass_reg<=#1 1'b0;
  else if(shift_dr)
    bypass_reg<=#1 tdi_pad_i;
end
always @ (negedge tck_pad_i)
begin
  bypassed_tdo <=#1 bypass_reg;
end
always @ (posedge tck_pad_i or posedge trst_pad_i)
begin
  if(trst_pad_i)
    latched_jtag_ir <=#1 4'b0010;    
  else if (tms_reset)
    latched_jtag_ir <=#1 4'b0010;    
  else if(update_ir)
    latched_jtag_ir <=#1 jtag_ir;
end
always @ (latched_jtag_ir)
begin
  extest_select           = 1'b0;
  sample_preload_select   = 1'b0;
  idcode_select           = 1'b0;
  mbist_select            = 1'b0;
  debug_select            = 1'b0;
  bypass_select           = 1'b0;
  case(latched_jtag_ir)    /* synthesis parallel_case */ 
    4'b0000:            extest_select           = 1'b1;     
    4'b0001:    sample_preload_select   = 1'b1;     
    4'b0010:            idcode_select           = 1'b1;     
    4'b1001:             mbist_select            = 1'b1;     
    4'b1000:             debug_select            = 1'b1;     
    4'b1111:            bypass_select           = 1'b1;     
    default:            bypass_select           = 1'b1;     
  endcase
end
always @ (shift_ir_neg or exit1_ir or instruction_tdo or latched_jtag_ir_neg or idcode_tdo or
          debug_tdi_i or bs_chain_tdi_i or mbist_tdi_i or 
          bypassed_tdo)
begin
  if(shift_ir_neg)
    tdo_pad_o = instruction_tdo;
  else
    begin
      case(latched_jtag_ir_neg)    // synthesis parallel_case
        4'b0010:            tdo_pad_o = idcode_tdo;        
        4'b1000:             tdo_pad_o = debug_tdi_i;       
        4'b0001:    tdo_pad_o = bs_chain_tdi_i;    
        4'b0000:            tdo_pad_o = bs_chain_tdi_i;    
        4'b1001:             tdo_pad_o = mbist_tdi_i;       
        default:            tdo_pad_o = bypassed_tdo;      
      endcase
    end
end
always @ (negedge tck_pad_i)
begin
  tdo_padoe_o <= #1 shift_ir | shift_dr | (pause_dr & debug_select);
end
always @ (negedge tck_pad_i)
begin
  shift_ir_neg <= #1 shift_ir;
  latched_jtag_ir_neg <= #1 latched_jtag_ir;
end
endmodule
```
==> summary.txt <==
Results of the full flow below.

STA:
- Counting endpoints that fail hold in the final report gives 0.
- The run gives the transition at the pin with the smallest max-transition slack as 0.3091 ns.
- The run gives the post-route setup TNS as -1.121 ns.
- In the final report, the number of pins over their slew limit comes to 0.
- The run puts the post-route worst hold slack at 0.3669 ns.
- The run puts the post-layout worst setup margin at -0.9636 ns.
- Setup repair after global routing could not meet its margin everywhere.
- The run gives the maximum clock skew at final layout as 0.05019 ns.
- The run puts the headroom to the max-slew limit at 79.39%.
- The run gives the final number of setup-violating endpoints as 2.

Placement:
- The run gives the final HPWL from detailed placement as 2094 microns.
- Per the post-place timing report, worst setup slack is -0.8630 ns.
- The run puts the number of port buffers at 17.
- The run gives the final estimated routing congestion in global placement as 0.7535.

Yosys:
- The run puts the number of storage elements in the synthesis netlist at 70.
- The run puts the share of synthesized area occupied by flip-flops and latches at 70.03%.
- The run gives the cell total in the yosys stat output as 177.
- The run puts the average cell area after synthesis at 12.34 sq um.
- The run puts the instance tally after logic synthesis at 177.
- The synthesized netlist contains 31 unique library cells.
- The synthesis report lists the Yosys warning total as 2.
- The run puts the post-synth design cell area at 2183 sq um.
- The run gives the post-synth area from yosys stat as 2183 sq um.

Critical path:
- The run gives the endpoint class of the critical path as a primary output.
- The run gives the critical-path maximum fanout as 3.
- The run gives the required arrival time at the worst endpoint as 1.60 ns.
- The worst setup path is launched from a flip-flop.
- For reference, the most critical setup path is categorized as flip-flop to primary output.
- Data arrives at the worst endpoint at 2.56 ns.

Drt:
- For this run, the script counts the antenna cells in the layout as 0.
- The run puts the number of optimization iterations in the first detailed-route pass at 4.
- The run gives the post-detailed-route count of antenna-violating nets as 0.
- The routed layout reports a DRC error count of 0.
- After detailed routing, the number of vias per cell comes to 4.062.
- The run puts the wire length after detailed routing at 3470 microns.
- For this block, the initial DRC count from the detailed router was 80.
- The run puts the average wire length per cell after detail routing at 10.74 microns.
- The run gives the via count of the routed design as 1312.

Clocking:
- The run gives the clock root buffer as sky130_fd_sc_hd__clkbuf_8.
- TritonCTS built the clock tree.
- The clock drives 70 sinks.
- The run puts the clock input transition at the sequential cells of the worst setup and hold paths at 0.07 ns.
- The clock passes through at most 2 buffers.
- Per the CTS log, the maximum H-tree level is 3.
- The run puts the number of buffers added to fix hold violations after cts at 0.
- The run puts the number of buffers added by the clock tree synthesis step at 9.
- The run puts the latest clock arrival within the worst-skew pair at 0.38 ns.

Final layout:
- Counting only logic cells after layout, the most numerous master is sky130_fd_sc_hd__dfxtp_1.
- The run puts the synthesis-to-layout area growth at 29.80%.
- The library cells used most frequently in the layout, excluding fill and tap cells, are sky130_fd_sc_hd__dfxtp_1, sky130_fd_sc_hd__nor2_1, sky130_fd_sc_hd__dfrtp_1.
- Per the final layout report, the fraction of cells sized above drive strength 1 comes to 19.38%.
- The run puts the footprint of the flip-flops and latches at 1533 sq um.
- The run gives the total area of multi-input combinational cells as 665.6 sq um.
- The register with the most flip-flops in the layout has 32 of them.
- The run puts the number of filler cells placed in the layout at 638.

Power and ir drop:
- Per the summary, power density relative to cell area is 1250 nW/um^2.
- The run puts the leakage power at 0.001238 uW.
- Overall power consumption after layout is estimated at 3541 uW.
- The run puts the peak supply drop at 0.0005065 V.

Global route:
- The run gives the wire length of the first global-routing pass as 5768 microns.
- Entering global routing, the biggest net connects 33 pins.
- In the global route stage, overall resource usage came out at 10.02%.
- The run gives the overall overflow remaining after global route as 0.
- The number of antenna violations at the first check in global routing came to 0.
- The number of global-route vias before repair is 1214.

Floorplan:
- 18 I/O pins were placed.
- The region available for standard cell placement spans 6907 sq um.
- According to the floorplan report, the die height is 87.31 microns.
- The floorplan step set the die width to 87.31 microns.
- The run puts the cell row count at 30.
- The run puts the starting utilization of the core area at 31.61%.
- According to the floorplan report, the total die area is 7623 sq um.

Job:
- In this run the maximum-capacitance check reported violations numbering 0.
- The stage logs contain a warning count of 37.

Run status:
- The checks that failed: setup timing.
- The flow ran to the end, but the final reports show violations.

Worst hold path:
- The most critical min-delay path falls under flip-flop to flip-flop.
==> where the power goes <==
group	internal (uW)	total [uW]	switching, uW
Clock	591	1130	538
Combinational	384	661	277
Sequential	1620	1750	130
==> per-stage QoR <==
| stage | utilization (%) | instances | instance area (sq um) |
|---|---|---|---|
| global route | 41.03 | 323 | 2834 |
| finish | 41.03 | 323 | 2834 |
| floorplan | - | 177 | 2185 |
| global placement | 36.65 | 295 | 2531 |
| CTS | 40.89 | 323 | 2824 |
| detailed placement | 36.65 | 295 | 2531 |
==> cells in the mapped netlist (all sizes together) <==
library cell | instances | area, sq um
clkbuf | 5 | 21.27
nor4bb | 1 | 10.01
and2 | 21 | 131.4
o31a | 1 | 8.760
and3 | 2 | 12.51
dfstp | 2 | 52.55
nand4 | 1 | 6.260
dfrtp | 23 | 575.6
buf | 2 | 12.51
and4 | 1 | 8.760
inv | 4 | 15.01
o21a | 1 | 7.510
nand2 | 3 | 11.26
nor4b | 3 | 26.28
or4b | 2 | 20.02
nor2 | 23 | 86.33
or3 | 1 | 6.260
a21oi | 2 | 10.01
nor2b | 5 | 31.28
nor3 | 3 | 15.01
mux2 | 1 | 11.26
a211o | 4 | 35.03
mux2i | 5 | 50.05
nor4 | 2 | 27.53
nand2b | 12 | 75.07
dfxtp | 45 | 900.9
a31oi | 1 | 6.260
o41ai | 1 | 8.760
==> worst max-delay path, stage by stage, from the launching register on <==
cell	delay, ns
sky130_fd_sc_hd__dfxtp_2	0.31
sky130_fd_sc_hd__or4b_1	0.50
sky130_fd_sc_hd__a31oi_1	0.19
sky130_fd_sc_hd__o41ai_1	0.08
sky130_fd_sc_hd__buf_2	0.11
==> routing by layer <==
metal | global-route usage [%] | wire length (microns)
met1 | 16.23 | 1840
met2 | 13.21 | 1390
met3 | 4.038 | 169
met4 | 1.639 | 70
met5 | 0 | 0
==> final timing paths <==
check	to	slack, ns	depth (start not counted)	from
setup reg to reg	tdo_padoe_o$_DFF_N_	0.02	3	latched_jtag_ir[3]$_DFFE_PP0P_
min in group asynchronous	latched_jtag_ir[0]$_DFFE_PP0P_	0.40	3	trst_pad_i
setup / recovery	tdo_pad_o	-0.96	4	latched_jtag_ir_neg[0]$_DFF_N_
max in group asynchronous	test_logic_reset$_DFF_PP1_	1.31	3	trst_pad_i
hold / removal	tms_q4$_DFF_P_	0.37	0	tms_q3$_DFF_P_
hold reg to reg	tms_q4$_DFF_P_	0.37	0	tms_q3$_DFF_P_
==> final cells by class <==
cell class                 instances  area share (%)
sequential                        70           54.08
multi-input combinational         96           23.49
timing repair buffer              33           9.978
clock buffer                      10           4.503
tap                               96           4.238
clock inverter                    15           3.311
inverter                           3          0.3974
==> cell families (layout without fill, tap and decap cells) <==
logic type / after synthesis / in the layout / share of synthesized area (%)
flops: 70 / 70 / 70.03
mux: 6 / 6 / 2.808
simple gates: 80 / 80 / 21.43
buf+inv: 11 / 61 / 2.235
compound gates: 10 / 10 / 3.496
==> timing repair <==
item / CTS / global route
gates resized: 20 / 2
buffers inserted: 7 / 0
setup endpoints to repair: 7 / 3
pin swaps: 6 / 3
No activity file was given, so power comes from the tool's default toggle rates.
