## flow/design.v

```verilog
module flags_calc (inp, Z, P);
parameter OPERAND_WIDTH=8;
input logic [OPERAND_WIDTH:0] inp;  
output Z, P;  
assign Z = (inp == '0) ? 1'b1 : 1'b0;
assign P = ^inp;
endmodule
```

## flow/run.sh

```bash
#!/bin/bash
# OpenROAD 26Q1-2900-gdf79404cd8, Yosys 0.63+post, stock flow scripts
make -C /OpenROAD-flow-scripts/flow DESIGN_CONFIG=/design/flow/config.mk WORK_HOME=/design/flow/orfs finish
```

## flow/config.mk

```make
export PLATFORM = sky130hd
export DESIGN_NAME = flags_calc
export DESIGN_NICKNAME = flags_calc
export VERILOG_FILES = /design/flow/design.v
export SDC_FILE = /design/flow/constraint.sdc
export NUM_CORES = 4
export LEC_CHECK = 1
export CORE_AREA = 10 10 70 70
export DIE_AREA = 0 0 80 80
```

## flow/constraint.sdc

```tcl
current_design flags_calc

set clk_period 1.7
set clk_io_pct 0.2

create_clock -name clk0 -period $clk_period

set non_clock_inputs [all_inputs -no_clocks]
set_input_delay [expr $clk_period * $clk_io_pct] -clock clk0 $non_clock_inputs
set_output_delay [expr $clk_period * $clk_io_pct] -clock clk0 [all_outputs]
```

==> flow report <==
================================================================================
Largest fanout on the critical path                                            1
Detailed-placement wirelength estimate                                    357 µm
Adder Area Share                                                           36.7%
Horizontal die dimension                                                   80 µm
Total die area                                                       0.00640 mm²
CORE AREA                                                            0.00342 mm²
Leak pwr                                                                0.159 nW
Min-delay worst type                                                input pin to output port
Most common cell in the netlist                                            inv_1
# clk buffers                                                                  0
Global-route usage over all layers                                         1.11%
Distinct lib cells used                                                        7
Pre-Repair DR Iteration Count                                                  1
Cell Chain, Critical Path                                           buf_6 -> inv_4 -> ha_4 -> xnor3_1 -> xnor2_1 -> buf_2
Delay of the slowest cell on the worst path                               390 ps
Drt total wl                                                              384 µm
CTS Hold Buffers Added                                                         0
Worst IR Drop VDD                                                        23.6 µV
Fraction of layout instances using a drive strength above 1                46.4%
Crit-path slowest cell                                                   xnor3_1
Worst endpoint required time                                             1360 ps
# DRC                                                                          0
Pin count of the biggest net entering global routing                           3
Crit path time final                                                     1650 ps
Transition at the pin with the smallest max-transition slack              152 ps
Layout overhead on the synthesized area                                     144%
Avg Cell Area, Syn                                                      8.02 µm²
Port Buf Inserts                                                              11
Simple-Gate Area Share                                                     11.9%
Routed wire per std cell                                                 5.19 µm
Number of global-route vias before repair                                    134
Number of setup violations in the final report                                 0
Effective utilization at floorplan                                         3.99%
Count of yosys warnings during synthesis                                       0
Row Count                                                                     21
FF/Latch Area                                                              0 µm²
Maximum Capacitance Violations                                                 0
First-pass GRT wire length                                                607 µm
Dominant cells by area after synthesis                              ha_1 (37%), inv_1 (22%), xnor3_1 (17%)
Layout sequential cell count                                                   0
Worst slew slack as a fraction of its limit                                89.9%
Starting DRC count in detailed routing                                         0
Result of the run                                                   finished clean
Setup repair after global routing missed its margin                          yes
Die span in y                                                              80 µm
Setup WS pre-CTS                                                         -773 ps
Via count                                                                    134
Multiplexer share                                                             0%
Synth Seq Share                                                               0%
Antenna violations before repair                                               0
Post-CTS setup repair buffer count                                             0
Area fraction in compound gates                                               0%
# IOs                                                                         11
CP arrival                                                               1310 ps
Post-DRT Antenna Nets                                                          0
Final RePlAce weighted congestion                                          0.706
Ratio of final minimum period to clock period                              97.3%
Number of antenna repair diodes                                                0
Chip area in the Yosys report                                            136 µm²
Area share, top type                                                       36.7%
Total number of warnings across the stage logs                                33
List of most frequent post-synthesis cells                          inv_1 (8), ha_1 (4)
Worst hold margin                                                        1240 ps
Post-synthesis cell count from yosys                                          17
Total gr overflow                                                              0
Kind of end point of the critical path                               output port
Mapped Area                                                              136 µm²
Main logic family after synthesis                                    adder cells
Final Hold Viols                                                               0
DP Area                                                                  304 µm²
Cell taking the most area after synthesis                                   ha_1
Setup slack of the critical path after layout                            45.6 ps
Fmax                                                                     604 MHz
Final Power                                                              72.9 µW
Final Instance Area                                                      333 µm²
Pins Over Slew Limit                                                           0
Share of the synthesized netlist area taken by xor and xnor gates          29.4%
Detailed-route vias per instance                                            1.81
Power per Cell Area                                                   219 mW/mm²
Critical path type                                                  input pin to output port
Number of instances in the synthesized netlist                                17
Startpoint type of the worst setup path                                input pin
================================================================================
==> layer usage <==
| layer | part of all wire, % | track usage, % | vias up |
|---|---|---|---|
| met5 | 0 | 0 | - |
| met4 | 0 | 0 | 0 |
| met3 | 17 | 0.568 | 0 |
| met2 | 42 | 1.69 | 8 |
| met1 | 41 | 1.45 | 54 |
| li1 | - | - | 72 |
==> through the flow <==
step,TNS [ps],std cells,util [%]
after floorplan,0,17,-
after global placement,-1120,74,8.90
after detailed placement,-1150,74,8.90
after CTS,0,74,8.97
after global routing,-37.2,74,9.74
final,0,74,9.74
==> final timing paths <==
path / from / end / slack (ps) / depth (start not counted)
setup / recovery: inp[2] / P / 50 / 6
hold / removal: inp[0] / P / 1240 / 6
==> cells by family after synthesis <==
family,after synthesis
XOR/XNOR,3
adder cells (fa/ha/maj),4
buffers and inverters,8
AND/OR/NAND/NOR,2
==> final cells by class <==
| cell class | count | area (µm²) |
|---|---|---|
| Tap cell | 46 | 57.6 |
| Fill cell | 400 | 3080 |
| Inverter | 8 | 35.0 |
| Multi-Input combinational cell | 9 | 134 |
| Timing Repair Buffer | 11 | 106 |
==> critical path, delay by kind of cell <==
| family | cells | cell delay (ps) |
|---|---|---|
| adders and majority gates | 1 | 230 |
| xor gates and xnor gates | 2 | 530 |
| buffers and inverters | 3 | 210 |
==> timing repair <==
item,4_1_cts,5_1_grt
pin swaps,7,3
endpoints found under the setup margin,2,1
resized,23,12
==> power breakdown <==
group	switching (mW)	leakage, nW	internal [mW]	total, mW
clock network	0	0	0	0
registers	0	0	0	0
logic	0.0236	0.159	0.0493	0.0729
==> cells in the final DEF (no fill, tap or decap) <==
| cell | instances |
|---|---|
| dlygate4sd2_1 | 6 |
| inv_1 | 4 |
| buf_6 | 3 |
| inv_4 | 2 |
| inv_2 | 2 |
| ha_4 | 2 |
| xor2_1 | 1 |
| xnor3_1 | 1 |
| xnor2_1 | 1 |
| nand2_1 | 1 |
| and4bb_2 | 1 |
| ha_1 | 1 |
| ha_2 | 1 |
| buf_8 | 1 |
| buf_2 | 1 |
No activity file was given, so power comes from the tool's default toggle rates.
